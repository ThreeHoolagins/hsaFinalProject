==> design/flow/design.v <==
module mux4(input  logic [15:0] d0, d1, d2, d3,
            input  logic [1:0] s,
            output logic [15:0] y);
   assign y = s[1] ? (s[0] ? d3 : d2)
                   : (s[0] ? d1 : d0);
endmodule
module mux2(input  logic [15:0] d0, d1,
            input  logic s,
            output logic [15:0] y);
   assign y = s ? d1 : d0;
endmodule
module reg16(input logic [15:0] D,
             input logic clk, reset, store,
             output logic [15:0] Y);
    always @(posedge clk)
      if (reset)
        Y <= 16'b0;
      else if (store)
        Y <= D;
endmodule
module onesComp(input logic [15:0] A, output logic [15:0] out);
    logic Cin, Cout;
    assign out = ~A;
endmodule
module half_adder (Cout, Sum, A, B);
   input logic A,B;
   output logic Sum,Cout;
   xor xor1(Sum,A,B);
   and and1(Cout,A,B);
endmodule  
module full_adder (Cout, Sum, A, B, Cin);
   input logic A,B,Cin;
   output logic Sum,Cout;
   wire S1,C1,C2;
   half_adder ha1(C1,S1,A,B);
   half_adder ha2(C2,Sum,S1,Cin);
   or or1(Cout,C1,C2);
endmodule  
module xor16(input logic [15:0] A, B, output logic [15:0] result);
  assign result[0] = A[0] ^ B[0];
  assign result[1] = A[1] ^ B[1];
  assign result[2] = A[2] ^ B[2];
  assign result[3] = A[3] ^ B[3];
  assign result[4] = A[4] ^ B[4];
  assign result[5] = A[5] ^ B[5];
  assign result[6] = A[6] ^ B[6];
  assign result[7] = A[7] ^ B[7];
  assign result[8] = A[8] ^ B[8];
  assign result[9] = A[9] ^ B[9];
  assign result[10] = A[10] ^ B[10];
  assign result[11] = A[11] ^ B[11];
  assign result[12] = A[12] ^ B[12];
  assign result[13] = A[13] ^ B[13];
  assign result[14] = A[14] ^ B[14];
  assign result[15] = A[15] ^ B[15];
endmodule
module sixteenbitrca (input logic [16:0] A, B, input logic Cin, output logic Cout, output logic [15:0] sum);
  logic c1,c2,c3,c4,c5,c6,c7,c8,c9,c10,c11,c12,c13,c14,c15, c16;
  full_adder add1(c1, sum[0],A[0],B[0],Cin);
  full_adder add2(c2, sum[1],A[1],B[1],c1);
  full_adder add3(c3, sum[2],A[2],B[2],c2);
  full_adder add4(c4, sum[3],A[3],B[3],c3);
  full_adder add5(c5, sum[4],A[4],B[4],c4);
  full_adder add6(c6, sum[5],A[5],B[5],c5);
  full_adder add7(c7, sum[6],A[6],B[6],c6);
  full_adder add8(c8, sum[7],A[7],B[7],c7);
  full_adder add9(c9, sum[8],A[8],B[8],c8);
  full_adder add10(c10, sum[9],A[9],B[9],c9);
  full_adder add11(c11, sum[10],A[10],B[10],c10);
  full_adder add12(c12, sum[11],A[11],B[11],c11);
  full_adder add13(c13, sum[12],A[12],B[12],c12);
  full_adder add14(c14, sum[13],A[13],B[13],c13);
  full_adder add15(c15, sum[14],A[14],B[14],c14);
  full_adder add16(c16, sum[15],A[15],B[15],c15);
  full_adder add17(Cout, sum[16],A[16],B[16],c16);
endmodule  
==> design/flow/run.sh <==
#!/bin/bash
# OpenROAD 26Q1-2900-gdf79404cd8, Yosys 0.63+post, stock flow scripts
make -C /OpenROAD-flow-scripts/flow DESIGN_CONFIG=/design/flow/config.mk WORK_HOME=/design/flow/orfs finish
==> design/flow/config.mk <==
export PLATFORM = sky130hd
export DESIGN_NAME = xor16
export DESIGN_NICKNAME = xor16
export VERILOG_FILES = /design/flow/design.v
export SDC_FILE = /design/flow/constraint.sdc
export NUM_CORES = 4
export LEC_CHECK = 1
export CORE_AREA = 10 10 70 70
export DIE_AREA = 0 0 80 80
==> design/flow/constraint.sdc <==
current_design xor16

set clk_period 1.0
set clk_io_pct 0.2

create_clock -name clk0 -period $clk_period

set non_clock_inputs [all_inputs -no_clocks]
set_input_delay [expr $clk_period * $clk_io_pct] -clock clk0 $non_clock_inputs
set_output_delay [expr $clk_period * $clk_io_pct] -clock clk0 [all_outputs]
==> notes.md <==
The synthesis and place-and-route flow finished, so here is a summary.

The leakage power summed over all cells is about 0.3 nW. The die height is about 80 µm. The violation tally recorded at the end of detailed-routing iteration 0 is 1. The final core utilization came out at ~16%. The final max-slew violation count is 0. The via count of the first global-routing pass is between 300 and 400. The number of maximum-capacitance violations recorded for the run is 0. The worst setup path is of the in -> out kind. The final route contains approximately 280 vias.

The endpoint required time on the critical path came out at 800 ps. The number of antenna diodes came out at 0. The measured slew at the worst slew-check pin is between 100 and 150 ps. The die is approximately 80 µm wide. The area of the core is ~3400 µm². The detail-routed via count per cell is about 2.6. The number of port buffers came out at ~48. Per the Yosys statistics, synthesis produced 16 cells. The tool warning count is 32.

STA reports the tightest min-delay check as being of type in -> out. The run finished with clean final reports. The remaining number of nets flagged by the antenna check after routing came out at 0.

The clock buffer instance count of the final layout is 0. The pre-CTS setup slack came out at -575 ps. The worst hold slack is between 700 and 800 ps. The timing-limited maximum frequency is roughly 1100 MHz. The global-route total usage across every layer came out at 3.69%. The mean post-synth cell area came out at just under 9 µm². The floorplan has 21 rows. The worst relative slew slack is between 90 and 100%.

The last weighted congestion value of the routability-driven placer came out at approximately 0.83. Hold-check failures listed in the final report amount to 0. Hold analysis shows the worst path with a depth of 3.

The floorplan step defined a die boundary enclosing between 6000 and 7000 µm². The post-synthesis cell count is 16. Sequential cells placed in the final layout were counted as 0. STA classifies the critical path startpoint as a primary input.

The shortest clock period the worst path allows after layout came out at just over 900 ps. The layout overhead on the synthesized area is 298%. The sequential cell area came out at 0 µm².

The power per unit of standard cell area is roughly 350 nW/µm². The synthesis log from Yosys contains 0 warnings. The total standard cell area after synthesis is approximately 140 µm². The number of antenna violations at the first check in global routing was 0. The area of the synthesized netlist per yosys stat came out at about 140 µm². During I/O placement, the number of pins put on the boundary was between 40 and 50.

Setup repair after global routing left no endpoint under its margin. The maximum number of pins on one net before global-route repair is 2. The worst setup path is captured at an output pin.

The signal arrival time at the worst endpoint is just over 700 ps. After layout, the worst setup slack is between 80 and 90 ps. The ratio of final minimum period to clock period came out at approximately nine tenths.

The number of different library cells in the post-synthesis netlist came out at 1. The post-CTS repair timing setup buffer count is 0. Per the GRT congestion report, total overflow comes to 0.

The number of buffers added to fix hold violations after cts came out at 0. The total power draw came out at between 0.00015 and 0.0002 W. The final number of setup-violating endpoints came out at 0. The register area share after synthesis is 0%. The biggest fanout along the worst timing path came out at 1.

Summed over all layers, the routed wires come to between 1 and 1.5 mm. The detailed-routing iteration count for the pre-antenna-repair pass came out at 2. The worst supply voltage drop on vdd came out at approximately 0.00007 V. The routed length per placed instance came out at 12.1 µm. The total of cells resized after clock tree synthesis came out at 87. The pre-placement core utilization came out at a little over 4%. The fraction of layout instances using a drive strength above 1 came out at 25.0%. The script parses the final routing iteration and logs DRC violations as 0.

The first global-routing pass estimated between 1.5 and 2 mm of wire.
final timing paths:
path | from | to | slack, ps
max | A[10] | result[10] | 80
min | B[13] | result[13] | 760
metrics by stage:
step | instance area, µm² | setup TNS [ps] | instances
finish | 558 | 0 | 110
detailed placement | 678 | -8480 | 110
global placement | 678 | -8470 | 110
floorplan | 140 | 0 | 16
CTS | 558 | 0 | 110
global route | 558 | 0 | 110
cells in the mapped netlist:
library cell | n | area share (%)
sky130_fd_sc_hd__xor2_1 | 16 | 100
critical path, cell delays in order:
cell	delay, ps
sky130_fd_sc_hd__dlygate4sd2_1	240
sky130_fd_sc_hd__xor2_1	150
sky130_fd_sc_hd__buf_2	140
layer usage:
layer / share of wire (%) / track usage, % / vias up
met2: 38 / 5.78 / 30
met5: 0 / 0 / -
met1: 50 / 5.08 / 110
met3: 12 / 1.25 / 0
li1: - / - / 144
met4: 0 / 0 / 0
layout make-up:
type | instances | area, µm²
fillers | 404 | 2860
multi-input cells | 16 | 140
well taps | 46 | 57.6
repair buffers | 48 | 360
layout by cell type, fill, tap and decap left out, drive strengths merged:
master and count:
dlygate4sd2 32, xor2 16, buf 16
cell families (layout without fill, tap and decap cells):
logic type | after synthesis | after routing | synth area share [%]
xor gates and xnor gates | 16 | 16 | 100
buffers and inverters | 0 | 48 | 0
report_power, final:
part           switching [W]  internal (W)  total, W  leakage (nW)
logic              0.0000634      0.000130  0.000193         0.300
clock network              0             0         0             0
registers                  0             0         0             0
Power figures rest on the tool's default switching activity, not on a simulated workload.
